<file path="design.v">
`timescale 1ns / 1ps
module clk_1sec (
clock ,  
rst ,  
clk_out 
);  
input clock ;
input rst ;
output clk_out;
wire clock ;
wire rst ;
reg clk_out;
reg [31:0] clk_div ;
always @ (posedge clock)
begin
    if (rst === 1'b1) begin
        clk_out <= #1 1'b0;
        clk_div <= #1 32'd0;
    end
    else begin
    clk_div <= #1 clk_div + 1;
    end
    if (clk_div === 32'd50000000)
    begin
    clk_out <= #1 ~clk_out;
    clk_div <= #1 32'd0;
    end
end  
endmodule  
module debouncer(clk, button, o_b);
	input clk;
  	input button;
  	output o_b;
   reg [15:0] clk_dv = 0;
  	reg inst_vld;
    always @ (posedge clk) begin
        if (button == 0) begin
        	clk_dv <= 0;
			inst_vld <= 0;
       	end
    	else if (button == 1) begin
        	clk_dv <= clk_dv + 1'b1;
			if (clk_dv == 16'hffff) begin
				clk_dv <= 0;
				inst_vld <= 1; 
			end
       	end
    end
   	assign o_b = inst_vld;
endmodule
`timescale 1ns / 1ps
module fsm_traffic(clock, walk, sensor, rst, main_light, side_light, walk_light);  
input clock, walk, sensor, rst;
output[2:0] main_light, side_light;
output walk_light;
wire btn_walk, btn_rst;
wire clk;
reg[2:0] counter;
reg walk_reg;
reg[2:0] state;
debouncer d1(.clk(clock), .button(walk), .o_b(btn_walk));
debouncer d2(.clk(clock), .button(rst), .o_b(btn_rst));
clk_1sec clk_output(.clock(clock), .rst(btn_rst), .clk_out(clk));
state_to_light stl(.clk(clk), .state(state), .main_light(main_light), .side_light(side_light), .walk_light(walk_light)); 
always @ (posedge clk or posedge btn_rst or posedge btn_walk) begin
	 if (btn_rst == 1'b1) begin
		  walk_reg <= 0;
        counter <= 3'd0;
        state <= 3'b000;     
    end
	 else if (btn_walk == 1'b1) begin
		  walk_reg <= 1; 
	 end
    else begin
        case (counter)
        3'd2: 
        begin  
            case (state)      
            3'b011: 
                begin    
                counter <= 3'd1;
                if (walk_reg == 1'b0)
                    state <= 3'b100;
                else 
                    state <= 3'b111;
            end      
            3'b110:
            begin    
                counter <= 3'd1;
                state <= 3'b000;
            end      
            default:
                counter <= counter + 1;
            endcase      
        end  
        3'd3:    
        begin
            case (state)     
            3'b001:
            begin    
                counter <= 3'd1;
                state <= 3'b011;
            end      
            3'b101:
            begin    
                counter <= 3'd1;
                state <= 3'b110;
            end      
            3'b111:
            begin    
                counter <= 3'd1;
					 walk_reg <= 0;
                state <= 3'b100;
            end      
            default:
                counter <= counter + 1;
            endcase      
        end  
        3'd6:    
        begin
            case (state)     
            3'b000: 
            begin        
                counter <= 3'd1;
                if (sensor == 1)
                    state <= 3'b001;
                else
                    state <= 3'b010;
            end  
            3'b010:
            begin    
                counter <= 3'd1;
                state <= 3'b011;
            end     
            3'b100:
            begin    
                counter <= 3'd1;
                if (sensor == 1)
                    state <= 3'b101;
                else
                    state <= 3'b110;
            end  
            endcase  
        end  
        default:    
            counter <= counter + 1;
        endcase  
    end
end
endmodule
`timescale 1ns / 1ps
module state_to_light(clk, state, main_light, side_light, walk_light);
input[2:0] state;
input clk;
output reg[2:0] main_light, side_light;
output reg walk_light;
always @ (posedge clk) begin
    case (state)
        3'b000, 3'b001, 3'b010:      
        begin       
            main_light <= 3'b001;
            side_light <= 3'b100;
            walk_light <= 1'b0;
        end
        3'b011:       
        begin   
            main_light <= 3'b010;
            side_light <= 3'b100;
            walk_light <= 1'b0;
        end
        3'b100, 3'b101:      
        begin
            main_light <= 3'b100;
            side_light <= 3'b001;
            walk_light <= 1'b0;
        end
        3'b110:      
        begin
            main_light <= 3'b100;
            side_light <= 3'b010;
            walk_light <= 1'b0; 
        end
        3'b111:      
        begin
            main_light <= 3'b100;
            side_light <= 3'b100;
            walk_light <= 1'b1;
        end
    endcase
end
endmodule
</file>
<file path="run.sh">
#!/bin/bash
# OpenROAD 26Q1-2900-gdf79404cd8, Yosys 0.63+post, stock flow scripts
make -C /OpenROAD-flow-scripts/flow DESIGN_CONFIG=/design/flow/config.mk WORK_HOME=/design/flow/orfs finish
</file>
<file path="config.mk">
export PLATFORM = sky130hd
export DESIGN_NAME = fsm_traffic
export DESIGN_NICKNAME = fsm_traffic
export VERILOG_FILES = /design/flow/design.v
export SDC_FILE = /design/flow/constraint.sdc
export NUM_CORES = 4
export LEC_CHECK = 1
export CORE_UTILIZATION = 40
</file>
<file path="constraint.sdc">
current_design fsm_traffic

set clk_period 6.7
set clk_io_pct 0.2

create_clock -name clk0 -period $clk_period [get_ports {clock}]

set non_clock_inputs [all_inputs -no_clocks]
set_input_delay [expr $clk_period * $clk_io_pct] -clock clk0 $non_clock_inputs
set_output_delay [expr $clk_period * $clk_io_pct] -clock clk0 [all_outputs]
</file>
==> results.txt <==
run metrics: hold crit path type=register to register, DIE AREA=10500 µm², Mapped Area=4040 µm², Dominant flop cell=dfxtp_1, First-pass DRT Iterations=4, max cap viols=0, Ys Warns=11, Post-CTS Setup Repair Bufs=0, remaining antenna violation count=0, fin cells=608, Resize count post-CTS=0, TNS Setup=0 ns, area fraction in full adders, half adders and majority gates=0.0217, Total Wirelength=8140 µm, Tmin final=2.54 ns, Yosys chip area=4040 µm², Cell Rows=36, Max clock buf depth=2, Synth Seq Share=0.425, global-route wire length before repair=13900 µm, share of cells above drive strength 1=0.0505, FMAX=394 MHz, dpl hpwl=5740 µm, AND-OR/OR-AND Cells, Area Fraction=0.136, ys cells=467, Crit. End Element=register, hold bufs inserted after CTS=0, number of global-route vias before repair=3013, flip-flops with a built-in enable=1, Multiplexer share=0.0108, Layout area overhead=9.32%, status=finished clean, core footprint=9770 µm², Root Buffer=clkbuf_8, Filler cells=924, Top cell area share=0.361, Ant. Diodes=0, H-tree depth=3, DRC viols=0, CTS tree=built, syn_area_per_cell=8.66 µm², DR WL/cell=13.4 µm, CP max FO=17, Clk Latency, worst-skew pair=0.34 ns, yosys simple share=0.285, Peak VDD IR=0.161 mV, Hold Path Stages=1, GRT Util Overall=0.168, top flop regs=clk_output.clk_div (32), d1.clk_dv (16), d2.clk_dv (16), tool warnings=29, top comb family, area=simple AND/OR/NAND/NOR gates, max reg flops=32, CP Data Required Time=6.92 ns, Synthesized registers=81, Worst Skew=0.00774 ns, final setup violation count=0, register pins left without a clock=14, number of CTS-inserted buffers=9, largest net degree at the start of global routing=18, initial antenna violation count=0, DR vias=3370, WP data arrival=2.76 ns, dominant cell type by area after synthesis=dfxtp_1, Die Y=103 µm, routability cong.=0.885, clk slew on worst S/H paths=0.07 ns, fp util=0.414, Avg Vias per Cell=5.54, Final Cycle Share=0.378, PortBufs=10, Worst Setup Start Kind=register, Max transition margin=0.386, Synth async-reset ratio=0.0864, leakage=1.50 nW, drt initial violations=137, xor+xnor area frac=0.0758, cell count after placement=592, crit path kind=register to register, Final Hold Fails=0, Die W=103 µm, Max Slew Vio Count=0, synth top area cells=dfxtp_1 (36%), dfbbp_1 (5.6%), nor2_1 (4.5%), Pwr Density=197 nW/µm², post-layout util=0.452, Unique cell types=47, Biggest register=clk_output.clk_div, RSZ-0062 raised after global routing=no, cells after synthesis=467, Ports=11, grt total ovfl=0, worst slew pin tran=0.914 ns, worst r2r path cells=5, endpoints left unconstrained=21
[stage by stage]
stage / area (µm²) / hold WS, ns / setup WS, ns / total power [mW]
2_1_floorplan: 4040 / 0.426 / 4.67 / 0.527
3_5_place_dp: 4220 / 0.454 / 4.15 / 0.543
6_report: 4420 / 0.463 / 4.16 / 0.871
3_3_place_gp: 4220 / 0.439 / 4.21 / 0.542
4_1_cts: 4420 / 0.473 / 4.18 / 0.884
5_1_grt: 4420 / 0.484 / 4.10 / 0.917
[where the power goes]
part | switching [mW] | internal, mW
registers | 0.0435 | 0.424
clock network | 0.162 | 0.173
logic | 0.0355 | 0.0328
total | 0.241 | 0.630
[critical path, cell delays in order, from the launching register on]
cell	delay, ns
dfxtp_1	0.36
or4_1	0.54
or3_4	0.40
o31ai_4	0.71
buf_4	0.35
a21oi_1	0.06
[layout make-up]
type                    instances  area, µm²  area share
clock inverters                 7       76.3      0.0173
inverters                      21       78.8      0.0178
multi-input cells             345       2140       0.484
clock buffers                   9        124      0.0280
repair buffers                 12        115      0.0260
well taps                     133        166      0.0377
flip-flops and latches         81       1720       0.389
[final timing paths]
path | startpoint | to | slack, ns
setup / recovery | clk_output.clk_div[18]$_SDFF_PP0_ | clk_output.clk_div[29]$_SDFF_PP0_ | 4.16
hold / removal | d1.clk_dv[0]$_SDFF_PP0_ | d1.clk_dv[0]$_SDFF_PP0_ | 0.46
setup reg to reg | clk_output.clk_div[18]$_SDFF_PP0_ | clk_output.clk_div[29]$_SDFF_PP0_ | 4.16
hold reg to reg | d1.clk_dv[0]$_SDFF_PP0_ | d1.clk_dv[0]$_SDFF_PP0_ | 0.46
[placed cells by master (no fill, tap or decap), types with 11 or more instances in the layout]
cell type | synthesis | layout
or3_1 | 12 | 12
or4_1 | 16 | 16
o31ai_1 | 12 | 12
inv_1 | 21 | 21
o21ai_0 | 14 | 14
and4_1 | 11 | 11
nor2_1 | 48 | 48
nand4_1 | 18 | 18
a21oi_1 | 33 | 33
and3_1 | 14 | 14
nand3_1 | 23 | 23
dfxtp_1 | 73 | 73
xor2_1 | 17 | 17
nand2_1 | 36 | 36
xnor2_1 | 18 | 18
[metal layers]
metal	wire length, µm	share of wire	track usage
met1	4180	0.51	0.261
met2	3510	0.43	0.258
met3	342	0.042	0.0303
met4	110	0.014	0.0242
met5	0	0	0
[synth_stat cells (2+ instances only)]
cell / number
nand4b_1: 2
nand2_1: 36
nor3_1: 8
buf_6: 3
nor2_1: 48
a211oi_1: 3
a31oi_1: 6
nor4_1: 8
clkbuf_1: 11
dfbbp_1: 7
nand3_1: 23
or4_1: 16
a211o_1: 2
nor4b_1: 5
nand4_1: 18
o211ai_1: 3
mux2_2: 3
o31ai_1: 12
and4_1: 11
a21oi_1: 33
or3_1: 12
o21a_1: 3
inv_1: 21
xor2_1: 17
nor2b_1: 3
xnor2_1: 18
buf_2: 6
ha_1: 7
a21o_1: 3
o21ai_0: 14
and3_1: 14
dfxtp_1: 73
and2_1: 4
[kinds of logic (layout without fill, tap and decap cells)]
group | count (synthesis) | count (layout)
compound gates | 87 | 87
xor+xnor | 35 | 35
fa+ha+maj | 7 | 7
buf+inv | 41 | 49
flops | 81 | 81
mux | 4 | 4
simple gates | 212 | 212
Power and IR drop assume default switching activity.
